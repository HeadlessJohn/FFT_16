`flow/design.v`:
```
`timescale 1ns / 1ps
module addr_cnt(
    input clk,
    input rst,
    input clk_in,
    output reg [3:0] addr
    );
    always @(posedge clk, posedge rst) begin
        if (rst) begin
            addr <= 0;
        end
        else begin
            if (clk_in)
            addr <= addr + 1;  
        end
    end
endmodule
```
`flow/run.sh`:
```
#!/bin/bash
# OpenROAD 26Q1-2900-gdf79404cd8, Yosys 0.63+post, stock flow scripts
make -C /OpenROAD-flow-scripts/flow DESIGN_CONFIG=/design/flow/config.mk WORK_HOME=/design/flow/orfs finish
```
`flow/config.mk`:
```
export PLATFORM = sky130hd
export DESIGN_NAME = addr_cnt
export DESIGN_NICKNAME = addr_cnt
export VERILOG_FILES = /design/flow/design.v
export SDC_FILE = /design/flow/constraint.sdc
export NUM_CORES = 4
export LEC_CHECK = 1
export CORE_AREA = 10 10 70 70
export DIE_AREA = 0 0 80 80
```
`flow/constraint.sdc`:
```
current_design addr_cnt

set clk_period 1.0
set clk_io_pct 0.2

create_clock -name clk0 -period $clk_period [get_ports {clk}]

set non_clock_inputs [all_inputs -no_clocks]
set_input_delay [expr $clk_period * $clk_io_pct] -clock clk0 $non_clock_inputs
set_output_delay [expr $clk_period * $clk_io_pct] -clock clk0 [all_outputs]
```
==> CHANGELOG.md <==
### Implementation results

* Ys cells at 12
* Die Wd at 80 um
* Num Clock Sinks at 4
* RSZ-0062 raised after global routing: yes
* Worst Tran Pin Value at 0.172 ns
* CP Class: reg -> reg
* Cell Area, Synth at 164 um2
* CP Launch Point: addr[1]
* Initial core utilization at 4.80%
* Max reg flops at 4
* Leak at 0.174 nW
* Grt total ovfl at 0
* Failing checks: negative setup slack
* CTS tree: built
* Worst IR Drop VDD at 1100 uV
* Post-route setup slack at -0.0852 ns
* CP cell instances: buf_6, ha_4, mux2_4
* # DRC at 0
* Core area at 0.00342 mm2
* Antenna cells at 0
* First-pass GRT wire length at 848 um
* Syn. warnings at 1
* Log Warnings at 28
* Top cells excl fill/tap: 8 x buf_4, 4 x dfrtp_1, 3 x clkbuf_4, 3 x buf_2, 3 x buf_6
* Synth-to-Final Area Change at 140%
* Met2 routed WL at 173 um
* Initial antenna violation count at 0
* Met3 Routed Length at 63 um
* Final Wtd Congestion at 0.643
* Drt total wl at 572 um
* DR top layer: met4
* DP Cell Count at 68
* Number of I/O port buffers at 6
* Fin crit share at 109%
* Required @ worst endpoint at 1.11 ns
* CTS clk-pin slew, worst paths at 0.04 ns
* Wire length per cell at 7.33 um
* Regs by FF count: addr x4
* YS chip area at 164 um2
* Dpl ws at -0.212 ns
* Die area at 0.00640 mm2
* H-Tree Depth at 1
* Reg-to-Reg Start: addr[1]
* Slowest-stage cell, CP: dfrtp_1
* #FFs+latches synth at 4
* Slew headroom at 88.5%
* Final Hold Fails at 0
* CP arrival at 1.20 ns
* Mean Syn Cell Area at 13.7 um2
* Clk_skew at 0.00324 ns
* Cell variety after synth at 8
* Vias in the first global route at 195
* Via count at 171
* # Max-Cap Violations at 0
* Critical path capture point type: flip-flop
* Tmin final at 1.09 ns
* Final ANT Viol Nets at 0
* DR iter-0 viols at 4
* 1st-pass router iterations at 3
* Layout cells sized above 1 at 62.5%
* Reg2Reg Depth at 3
* CTS Buf Count at 3
* Most frequent logic cell in the layout: buf_4
* # IOs at 7
* CTS Buffer Depth at 2
* Final setup fails at 3
* Pwr per Cell Area at 2990 mW/mm2
* Tot GR Track Use at 1.85%
* CP peak stage delay at 0.37 ns
* Most flops, register: addr
* Largest net degree at the start of global routing at 5
* Fin cells at 78
* Cell Rows at 21
* DR vias/cell at 2.19
* Seq/Total Area, Yosys at 61.1%
* Synth Instances at 12
* Filler Cells Inserted at 400
* Hold Path Class: in -> async
* Root buf cell: clkbuf_4
* Crit-path max FO at 2
* Startpoint class of the critical path: flip-flop
* Vert. Die Dim at 80 um
* Max Slew Vio Count at 0
* Insertion Delay late pin at 0.23 ns
* Fin Setup TNS at -0.167 ns
* Outcome: finished with violations
* Metal-1 WL at 326 um
* Max frequency at 0.921 GHz
-- area by class of cell --
class	instances	area, um2	share of cell area [%]
repair buffers	17	134	34.0
flip-flops and latches	4	100	25.4
multi-input cells	7	76.3	19.4
well taps	46	57.6	14.6
clock buffers	3	22.5	5.71
inverters	1	3.75	0.952
-- power breakdown --
| group | internal [W] | switching, W |
|---|---|---|
| Clock | 0.000134 | 0.0000633 |
| Combinational | 0.000465 | 0.000220 |
| Sequential | 0.000250 | 0.0000473 |
| Total | 0.000848 | 0.000330 |
-- cell families (layout without fill, tap and decap cells) --
group                      count (synthesis)  after routing  share of synthesized area, %
DFF                                        4              4                          61.1
muxes                                      1              1                          6.87
buffers and inverters                      1             21                          2.29
and+or+nand+nor                            2              2                          6.11
adders and majority gates                  1              1                          7.63
xor gates and xnor gates                   3              3                          16.0
-- synthesized netlist by cell type, drive strengths merged --
cell type,number,area share (%)
dfrtp,4,61
ha,1,7.6
nand2,1,2.3
xor2,1,5.3
xnor2,2,11
inv,1,2.3
nand4,1,3.8
mux2,1,6.9
-- worst max-delay path, delay by kind of cell, from the launching register on --
| family | cells | cell delay, ns |
|---|---|---|
| flip-flops | 1 | 0.37 |
| adder cells (fa/ha/maj) | 1 | 0.22 |
| buffers and inverters | 1 | 0.13 |
| multiplexers | 1 | 0.25 |
-- what timing repair did --
item                       4_1_cts  5_1_grt
pin swaps                        1        1
hold buffers                     0        0
cloned                           0        0
setup endpoints to repair        5        3
gates resized                   16        3
buffers inserted                 5        2
-- metal layers --
layer,vias up,global-route usage [%]
met5,-,0
met4,0,0.528
met3,2,1.82
met2,10,1.85
met1,80,2.53
li1,79,-
-- final timing paths --
path | end | slack [ns]
max | addr[1] | -0.09
min | addr[3] | 0.16
max reg2reg | addr[1] | -0.09
min reg2reg | addr[2] | 0.57
max in group asynchronous | addr[1] | 0.69
min in group clk0 | addr[2] | 0.57
-- through the flow --
stage          area (um2)  utilization (%)  hold slack [ns]  total power, W
5_1_grt               394             11.5            0.164         0.00129
6_report              394             11.5            0.158         0.00118
4_1_cts               379             11.1            0.156         0.00111
2_1_floorplan         164                -          -0.0339        0.000420
3_3_place_gp          312             9.12            0.394        0.000714
3_5_place_dp          312             9.12            0.399        0.000733
Power is estimated from default activity; no workload was simulated.
