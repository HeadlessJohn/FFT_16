### flow/config.mk
export PLATFORM = sky130hd
export DESIGN_NAME = sampling_clk
export DESIGN_NICKNAME = sampling_clk
export VERILOG_FILES = /design/flow/design.v
export SDC_FILE = /design/flow/constraint.sdc
export NUM_CORES = 4
export LEC_CHECK = 1
export CORE_UTILIZATION = 30
### flow/constraint.sdc
current_design sampling_clk

set clk_period 5.4
set clk_io_pct 0.2

create_clock -name clk0 -period $clk_period [get_ports {clk}]

set non_clock_inputs [all_inputs -no_clocks]
set_input_delay [expr $clk_period * $clk_io_pct] -clock clk0 $non_clock_inputs
set_output_delay [expr $clk_period * $clk_io_pct] -clock clk0 [all_outputs]
### flow/design.v
`timescale 1ns / 1ps
module sampling_clk(
    input clk,
    input rst,
    input [19:0]sampling_period,  
    output reg sampling_signal
    );
    reg [19:0] clock_cnt;
    always @(posedge clk, posedge rst) begin
        if (rst) begin
            sampling_signal <= 1'b0;
            clock_cnt <= 20'b0;
        end
        else begin
            if (clock_cnt < sampling_period) begin
                clock_cnt <= clock_cnt + 1;
                sampling_signal <= 0;
            end
            else begin
                clock_cnt <= 0;
                sampling_signal <= 1;
            end
        end
    end
endmodule
### flow/run.sh
#!/bin/bash
# OpenROAD 26Q1-2900-gdf79404cd8, Yosys 0.63+post, stock flow scripts
make -C /OpenROAD-flow-scripts/flow DESIGN_CONFIG=/design/flow/config.mk WORK_HOME=/design/flow/orfs finish
==> run notes <==
Item: results of the latest flow run.

- The actual transition at the worst max-transition pin is 786 ps.
- The floorplan step defined a core boundary enclosing 4500 µm².
- The final critical path takes up 57.7% of the cycle.
- The number of endpoints with negative hold slack in the final report is 0.
- The layout has 451 filler cells.
- The source of the critical timing path is sampling_period[1].
- The highest fanout seen on the critical path is 17.
- Looking at the gate-level netlist, the highest instance count belongs to sky130_fd_sc_hd__inv_1.
- In this run, synthesis produced a sequential element count of 21.
- The routed layout has 1061 vias.
- The required time at the endpoint of the critical path is 5590 ps.
- The combinational gate area is 841 µm².
- The fraction of final layout cells with drive strength greater than 1 is 12.0%.
- Summing all flip-flop and latch instances after layout gives 526 µm².
- The most used flip-flop cell is sky130_fd_sc_hd__dfrtp_1.
- The area reported by Yosys stat is 1460 µm².
- Static timing analysis puts the maximum clock frequency at 0.321 GHz.
- The endpoint type of the worst setup path is a flip-flop.
- The share of power burned in the clock network is 25.4%.
- The initial utilization of the core area, before any placement, comes to 32.4%.
- The script parses the final routing iteration and logs DRC violations as 0.
- Per the detailed-route log, wirelength across all metal layers totals 2.44 mm.
- Power comes to 0.393 mW.
- The final report lists the setup-violating endpoint count as 0.
- The global placer's final weighted congestion is 0.751.
- The global-route usage over all layers is 11.2%.
- After clock tree synthesis, the setup repair step added 0 buffers.
- For reference, the final report shows the max-slew violation count at 0.
- The number of I/O port buffers is 22.
- The final setup slack of the worst path is 2290 ps.
- Gates resized during post-CTS repair numbered 0.
- The share of synthesized area in the top cell type comes to 36.1%.
- The power dissipated by switching net loads is 0.121 mW.
- The minimum clock period after layout is 3110 ps.
- The mapped netlist covers 1460 µm².
- The synthesized netlist contains 23 unique library cells.
- The floorplan step set the die height to 71.7 µm.
- In this run the tightest slew margin relative to its limit is 47.5%.
- Setup repair after global routing left no endpoint under its margin.
- The instance count of the mapped netlist is 158.
- The cell total in the yosys stat output is 158.
- In the routed layout, each cell is associated on average with a via count of 4.51.
- The clock sink count is 21.
- The number of detailed-routing iterations run before antenna repair is 4.
- For the worst-skew pair, the clock arrives at the later sink with an insertion delay of 250 ps.
- After routing, the total negative slack on setup checks comes to 0 ps.
- The run finished with clean final reports.
- The area added between synthesis and finish is 22.6%.
- Sorting the synthesized cells by how often they occur yields sky130_fd_sc_hd__inv_1 (22), sky130_fd_sc_hd__dfrtp_1 (21), sky130_fd_sc_hd__ha_1 (20).
- The worst-case setup slack after placement is 2020 ps.
- For this design, the CTS-stage hold fixing added 0 buffers.
- The wire length of the first global-routing pass is 4.46 mm.
- The register clock-pin slew on the reported worst setup and hold paths is 70 ps.
- Per the log, the first TritonRoute iteration ended with a DRC count of 25.
- The worst clock skew is 2.71 ps.
- Cell internal power was estimated by the tool at 0.272 mW.
- The sequential cell area fraction in the yosys report is 36.1%.
- IR analysis of the VDD net gives a maximum drop of 0.147 mV.
- sky130_fd_sc_hd__dfrtp_1 takes more of the synthesized area than any other cell.
- The proportion of power drawn by combinational gates is 28.4%.
- The switching share of power is 30.9%.
- TritonCTS created 3 clock buffers.
- In this run the tools logged warnings totalling 25.
- The launch instance of the worst register-to-register path is clock_cnt[1]$_DFF_PP0_.
- The total power per unit cell area is 220 nW/µm².
- The final antenna-violating net count is 0.
- In this run, flip-flops and latches consume 46.2% of the power.
- The number of max-capacitance violations reported is 0.
- The script logs the mean routed wire length per placed instance as 10.4 µm.
- The leakage power figure is 0.899 nW.
- TritonCTS built the clock tree.
- The number of diodes added for antenna fixing is 0.
- The horizontal die size is 71.7 µm.
- The count of boundary I/O pins is 23.
- The async set-reset flop share out of synthesis is 100%.
- The critical path is of the in -> reg type.
- The area enclosed by the die boundary is 5140 µm².
- The synthesis report lists the most area-consuming cells as sky130_fd_sc_hd__dfrtp_1 (36%), sky130_fd_sc_hd__ha_1 (17%), sky130_fd_sc_hd__xor2_1 (7.8%), sky130_fd_sc_hd__nor2_2 (6.9%), sky130_fd_sc_hd__inv_1 (5.7%).
- Entering global routing, the biggest net connects 22 pins.
- The level count of the clock H-tree is 1.
- The classification of the worst-slack hold path is reg -> reg.
- The category of the worst setup path launch point is an input pin.
- The endpoint arrival time on the critical path is 3300 ps.
- Row generation in the floorplan step produced 24 rows.
- Per the CTS log, the buffer count on the longest clock path is 2.
- The startpoint of the worst hold path is clock_cnt[0]$_DFF_PP0_.
- Note, the detailed placer reported a final HPWL of 1.98 mm.
- For this run the aggregate overflow at the end of global routing stands at 0.
- The buffer type at the clock tree root is sky130_fd_sc_hd__clkbuf_8.
- The number of enable-type register cells in the synthesized netlist is 0.
- The yosys warning tally is 1.
- The via count of the first global-routing pass is 1016.
- The initial antenna violation count is 0.
- The mean cell area of the mapped netlist is 9.23 µm².
==> layer usage <==
metal / GRT usage, % / vias to the layer above / wire, µm
li1: - / 582 / -
met1: 17.0 / 459 / 1310
met2: 17.6 / 18 / 998
met3: 2.43 / 2 / 119
met4: 0.871 / 0 / 19
met5: 0 / - / 0
==> path summary, 6_finish.rpt <==
path | cells past startpoint | end | slack (ps)
max | 8 | clock_cnt[3]$_DFF_PP0_ | 2290
min | 1 | clock_cnt[0]$_DFF_PP0_ | 530
max reg2reg | 6 | clock_cnt[3]$_DFF_PP0_ | 3180
min reg2reg | 1 | clock_cnt[0]$_DFF_PP0_ | 530
max in group asynchronous | 2 | clock_cnt[11]$_DFF_PP0_ | 3640
min in group asynchronous | 2 | clock_cnt[0]$_DFF_PP0_ | 1270
==> state kept, by name (all words and copies together) (netlist names) <==
signal / count
sampling_signal: 1
clock_cnt: 20
==> final cells by class <==
class | instances | share of cell area (%)
tap | 52 | 3.64
timing repair buffer | 23 | 12.7
clock buffer | 4 | 2.52
sequential | 21 | 29.4
multi-input combinational | 113 | 47.1
inverter | 22 | 4.62
==> stage by stage <==
step | cells | cell area, µm² | util, % | hold slack, ps
floorplan | 158 | 1460 | - | 462
global placement | 231 | 1740 | 38.7 | 514
detailed placement | 231 | 1740 | 38.7 | 511
CTS | 235 | 1790 | 39.7 | 525
global route | 235 | 1790 | 39.7 | 569
finish | 235 | 1790 | 39.7 | 525
==> cell usage in the layout, fill, tap and decap left out, drive strengths merged <==
cell type       n
nor2           25
inv            22
clkdlybuf4s50  22
dfrtp          21
ha             20
xor2           13
nand2          11
nand3           8
a21oi           6
and3            5
nand4           5
xnor2           5
o21ai           4
clkbuf          4
nand2b          2
a21o            2
a2111o          1
a311oi          1
a41oi           1
and4            1
a221oi          1
o31ai           1
nor3            1
buf             1
==> power by group through the flow <==
stage	logic, mW	registers (mW)	clock network [mW]
4_1_cts	0.113	0.182	0.102
5_1_grt	0.130	0.184	0.111
6_report	0.112	0.182	0.0996
==> worst max-delay path: stages <==
cell,delay [ps]
sky130_fd_sc_hd__clkdlybuf4s50_1,450
sky130_fd_sc_hd__inv_1,40
sky130_fd_sc_hd__ha_1,280
sky130_fd_sc_hd__a2111o_1,370
sky130_fd_sc_hd__a311oi_1,510
sky130_fd_sc_hd__o31ai_4,190
sky130_fd_sc_hd__buf_4,260
sky130_fd_sc_hd__nor2_2,120
==> cell families after synthesis <==
group | count (synthesis) | synth area share [%]
fa+ha+maj | 20 | 17.2
simple gates | 58 | 21.2
flops | 21 | 36.1
xor+xnor | 18 | 10.8
buf+inv | 24 | 7.21
compound gates | 17 | 7.55
Power is estimated from default activity; no workload was simulated.
